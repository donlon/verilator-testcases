===== flow/design.v =====
package mypkg;
    typedef int subtype_t;
endpackage
package my_pkg;
    parameter int PARAM_1 = 5;
    parameter int PARAM_2 = 2**PARAM_1;
    typedef logic [7:0] my_type;
    localparam my_type PARAM_LOCAL = 8'hff;
    typedef my_type T_MAC_TABLE[PARAM_2];
    parameter int PARAM_3 = 2000;
    parameter int PARAM_4 = 10000;
    function logic [31:0] one_hot_to_binary(logic [63:0] one_hot, int size);
        for (int i = 0; i < size; i++) begin
            if (one_hot[i]) begin
                one_hot_to_binary = i;
                break;
            end
        end
    endfunction
    typedef enum int {
        ENUM_0,
        ENUM_1,
        ENUM_2
    } my_enum_t;
endpackage : my_pkg
module array_ext(
  input RW0_clk,
  input [8:0] RW0_addr,
  input RW0_en,
  input RW0_wmode,
  input [72:0] RW0_wdata,
  output [72:0] RW0_rdata
);
  reg reg_RW0_ren;
  reg [8:0] reg_RW0_addr;
  reg [72:0] ram [511:0];
  integer i;
  always @(posedge RW0_clk)
    reg_RW0_ren <= RW0_en && !RW0_wmode;
  always @(posedge RW0_clk)
    if (RW0_en && !RW0_wmode) reg_RW0_addr <= RW0_addr;
  always @(posedge RW0_clk)
    if (RW0_en && RW0_wmode) begin
      for(i=0;i<1;i=i+1) begin
        ram[RW0_addr][i*73 +: 73] <= RW0_wdata[i*73 +: 73];
      end
    end
  assign RW0_rdata = ram[reg_RW0_addr];
endmodule
module array_0_ext(
  input RW0_clk,
  input [6:0] RW0_addr,
  input RW0_en,
  input RW0_wmode,
  input [3:0] RW0_wmask,
  input [83:0] RW0_wdata,
  output [83:0] RW0_rdata
);
  reg reg_RW0_ren;
  reg [6:0] reg_RW0_addr;
  reg [83:0] ram [127:0];
  integer i;
  always @(posedge RW0_clk)
    reg_RW0_ren <= RW0_en && !RW0_wmode;
  always @(posedge RW0_clk)
    if (RW0_en && !RW0_wmode) reg_RW0_addr <= RW0_addr;
  always @(posedge RW0_clk)
    if (RW0_en && RW0_wmode) begin
      for(i=0;i<4;i=i+1) begin
        if(RW0_wmask[i]) begin
          ram[RW0_addr][i*21 +: 21] <= RW0_wdata[i*21 +: 21];
        end
      end
    end
  assign RW0_rdata = ram[reg_RW0_addr];
endmodule
module array_1_ext(
  input RW0_clk,
  input [9:0] RW0_addr,
  input RW0_en,
  input RW0_wmode,
  input [3:0] RW0_wmask,
  input [255:0] RW0_wdata,
  output [255:0] RW0_rdata
);
  reg reg_RW0_ren;
  reg [9:0] reg_RW0_addr;
  reg [255:0] ram [1023:0];
  integer i;
  always @(posedge RW0_clk)
    reg_RW0_ren <= RW0_en && !RW0_wmode;
  always @(posedge RW0_clk)
    if (RW0_en && !RW0_wmode) reg_RW0_addr <= RW0_addr;
  always @(posedge RW0_clk)
    if (RW0_en && RW0_wmode) begin
      for(i=0;i<4;i=i+1) begin
        if(RW0_wmask[i]) begin
          ram[RW0_addr][i*64 +: 64] <= RW0_wdata[i*64 +: 64];
        end
      end
    end
  assign RW0_rdata = ram[reg_RW0_addr];
endmodule
module array_2_ext(
  input RW0_clk,
  input [8:0] RW0_addr,
  input RW0_en,
  input RW0_wmode,
  input [3:0] RW0_wmask,
  input [75:0] RW0_wdata,
  output [75:0] RW0_rdata
);
  reg reg_RW0_ren;
  reg [8:0] reg_RW0_addr;
  reg [75:0] ram [511:0];
  integer i;
  always @(posedge RW0_clk)
    reg_RW0_ren <= RW0_en && !RW0_wmode;
  always @(posedge RW0_clk)
    if (RW0_en && !RW0_wmode) reg_RW0_addr <= RW0_addr;
  always @(posedge RW0_clk)
    if (RW0_en && RW0_wmode) begin
      for(i=0;i<4;i=i+1) begin
        if(RW0_wmask[i]) begin
          ram[RW0_addr][i*19 +: 19] <= RW0_wdata[i*19 +: 19];
        end
      end
    end
  assign RW0_rdata = ram[reg_RW0_addr];
endmodule
module array_3_ext(
  input RW0_clk,
  input [11:0] RW0_addr,
  input RW0_en,
  input RW0_wmode,
  input [3:0] RW0_wmask,
  input [255:0] RW0_wdata,
  output [255:0] RW0_rdata
);
  reg reg_RW0_ren;
  reg [11:0] reg_RW0_addr;
  reg [255:0] ram [4095:0];
  integer i;
  always @(posedge RW0_clk)
    reg_RW0_ren <= RW0_en && !RW0_wmode;
  always @(posedge RW0_clk)
    if (RW0_en && !RW0_wmode) reg_RW0_addr <= RW0_addr;
  always @(posedge RW0_clk)
    if (RW0_en && RW0_wmode) begin
      for(i=0;i<4;i=i+1) begin
        if(RW0_wmask[i]) begin
          ram[RW0_addr][i*64 +: 64] <= RW0_wdata[i*64 +: 64];
        end
      end
    end
  assign RW0_rdata = ram[reg_RW0_addr];
endmodule
module DifftestRunaheadEvent(
  input         io_clock,
input  [ 7:0] io_coreid,
input  [ 7:0] io_index,
input         io_valid,
input         io_branch,
input         io_may_replay,
input  [63:0] io_pc,
input  [63:0] io_checkpoint_id
);
endmodule
module DifftestRunaheadRedirectEvent(
  input         io_clock,
input  [ 7:0] io_coreid,
input         io_valid,
input  [63:0] io_pc,
input  [63:0] io_target_pc,
input  [63:0] io_checkpoint_id
);
endmodule

===== flow/run.sh =====
#!/bin/bash
# OpenROAD 26Q1-2900-gdf79404cd8, Yosys 0.63+post, stock flow scripts
make -C /OpenROAD-flow-scripts/flow DESIGN_CONFIG=/design/flow/config.mk WORK_HOME=/design/flow/orfs finish

===== flow/constraint.sdc =====
current_design array_0_ext

set clk_period 233.1
set clk_io_pct 0.2

create_clock -name clk0 -period $clk_period [get_ports {RW0_clk}]

set non_clock_inputs [all_inputs -no_clocks]
set_input_delay [expr $clk_period * $clk_io_pct] -clock clk0 $non_clock_inputs
set_output_delay [expr $clk_period * $clk_io_pct] -clock clk0 [all_outputs]

===== flow/config.mk =====
export PLATFORM = sky130hd
export DESIGN_NAME = array_0_ext
export DESIGN_NICKNAME = array_0_ext
export VERILOG_FILES = /design/flow/design.v
export SDC_FILE = /design/flow/constraint.sdc
export NUM_CORES = 4
export LEC_CHECK = 1
export CORE_UTILIZATION = 30
export SYNTH_MEMORY_MAX_BITS = 65536

==> ds_physical_params.txt <==
Characteristics after synthesis and place and route

Parameter                              Value

Final timing
  Tmin final .................. approximately 56000 ps
  Part of the cycle the worst path needs .................. 0.239
  Worst slew pin tran .................. 918 ps
  Number of setup violations in the final report .................. 0
  Final tally of max-slew violations .................. 0
  Hold Fails Final Rpt .................. 0
  Unrepaired setup endpoints after global routing .................. no
  Fmax .................. 17.9 MHz
  Final TNS setup .................. 0 ps
  Worst relative slew slack .................. 0.383
  Worst setup skew after layout .................. 0.657 ps

Worst setup path
  Maximum fanout count along the critical path .................. 107
  Critical Path AT .................. between 9000 and 10000 ps
  Crit path DRT .................. 186480 ps
  Critical path start-end classification .................. flop to primary output
  Kind of capture point of the worst setup path .................. primary output
  Crit path launch type .................. flop

Cells and area
  Filler cells .................. 122545
  Signed area change from the synthesized netlist to the final layout .................. 15.4%
  Leading cell type in the layout, fill and taps excluded .................. edfxtp_1
  Share of cells above drive strength 1 .................. 0.365
  Top library cells by usage in the layout, fill and taps aside .................. edfxtp_1, mux4_2, buf_4, clkbuf_16, nor2_4
  Fin util .................. 0.347

Drt
  Via density per instance .................. 5.03
  Final wirelength .................. 1150 mm
  Routed wire per std cell .................. between 30 and 40 um
  Vias post-DR .................. 182222
  Number of remaining DRC errors .................. 0
  Initial DRT Pass Iterations .................. 8
  Initial DRC Count .................. ~13000
  Tally of nets with antenna violations remaining after routing .................. 0

Synth
  Register area share after synthesis .................. 0.789
  Average cell area after synthesis .................. roughly 26 sq um
  Mapped cell area .................. 0.410 sq mm
  Count of instantiated cells in the yosys netlist .................. between 15000 and 20000
  Summed standard-cell area reported by yosys .................. 0.410 sq mm
  Count of state elements after synthesis .................. approximately 11000
  Post-synthesis cell type count .................. 18
  Warnings from Yosys .................. 1
  Count of mapped cells out of synthesis .................. 15927

Clocking
  Hold_buf cts .................. 0
  TritonCTS clock tree .................. done
  Count of clock tree sinks .................. 10766
  Clock buffers created by TritonCTS .................. between 900 and 1000
  Clock H-tree levels .................. 6
  Clock-pin slew of the registers on the worst-case setup and hold paths .................. 70 ps
  Maximum clock path buffer count .................. 5
  Setup bufs post-CTS .................. 0
  Root cell of the clock tree .................. clkbuf_16
  Clock latency at the later pin of the worst-skew pair .................. about 1100 ps
  Count of instances resized after the clock tree is built .................. 0

Placed design
  Final estimated routing congestion in global placement .................. between 0.8 and 0.9
  IO Port Bufs .................. 181
  Half-perimeter wire length after placement .................. 649 mm

Floorplan
  Y dimension of the die .................. approximately 1.2 mm
  Row count .................. 429
  Floorplan die area .................. between 1 and 1.5 sq mm
  I/O pin total .................. 182
  Core Density at Floorplan .................. 0.301
  Floorplan core area .................. 1.36 sq mm
  Die width .................. between 1 and 1.5 mm

Min path
  Worst min-delay path category .................. flop to flop

Run
  Warning total across the stage logs .................. ~42
  Max-capacitance violation count .................. 0

Global route
  Number of antenna violations at the first check in global routing .................. 101
  Wire length of the first global-routing pass .................. between 1500 and 2000 mm
  Vias in the first global route .................. 203241
  Pin count of the biggest net entering global routing .................. ~110
  Global-route congestion overflow total .................. 0
  Global-route usage over all layers .................. 0.181

Pwr
  Worst voltage drop across the vdd grid .................. roughly 0.0071 mV
  Final total power .................. 0.00401 W
  Areal power density over the cells .................. between 8 and 9 mW/mm^2
  Leakage .................. 141 nW

Run status
  Result of the run .................. complete, no violations
==> worst paths after layout <==
check	startpoint	to	slack [ps]	depth (start not counted)
max	flop	RW0_rdata[75]	177350	12
min	reg_RW0_addr[6]	flop	470	1
max reg2reg	reg_RW0_addr[2]	flop	232350	1
min reg2reg	reg_RW0_addr[6]	flop	470	1
==> logic make-up after synthesis <==
| family | share of synthesized area |
|---|---|
| muxes | 0.196 |
| DFF | 0.789 |
| buffers and inverters | 0.00876 |
| and+or+nand+nor | 0.00632 |
==> report_power, final <==
part / switching, W / total, W / internal [W]
registers: 0.00000253 / 0.00213 / 0.00213
clock network: 0.000694 / 0.00158 / 0.000883
logic: 0.000169 / 0.000296 / 0.000127
total: 0.000865 / 0.00401 / 0.00314
==> sequential cells by signal (all words and copies together), names as in the netlist, named ones only <==
register	count
reg_RW0_addr	7
ram	10752
==> Yosys cell counts, drive strengths merged <==
| master | instances | area share |
|---|---|---|
| mux2 | 91 | 0.0025 |
| edfxtp | 10759 | 0.79 |
| nor4 | 1 | 0.000015 |
| and3 | 1 | 0.000015 |
| nor3b | 3 | 0.000055 |
| nor2 | 522 | 0.0048 |
| buf | 381 | 0.0043 |
| nor2b | 1 | 0.000015 |
| nand2b | 4 | 0.000061 |
| nor3 | 7 | 0.000085 |
| mux4 | 3528 | 0.19 |
| clkbuf | 485 | 0.0044 |
| dfxtp | 7 | 0.00034 |
| nand2 | 131 | 0.0012 |
| and3b | 2 | 0.000043 |
| nand3 | 4 | 0.000049 |
==> layout make-up <==
class                   instances  area [sq um]  share of cell area
repair buffers               1158          9160              0.0194
well taps                   18102         22600              0.0479
clock inverters               601          5980              0.0126
diodes                        148           370            0.000783
flip-flops and latches      10766        323000               0.683
multi-input cells            4295         86900               0.184
clock buffers                1123         24700              0.0522
==> worst max-delay path, stage by stage (launching register included) <==
cell and delay, ps:
dfxtp_4 790, buf_4 710, buf_12 510, buf_4 650, buf_4 700, buf_12 490, buf_4 690, buf_4 700
mux4_2 440, mux4_2 620, mux4_2 500, mux2_2 370, clkdlybuf4s50_1 450
==> layer usage <==
metal,vias to the layer above,global-route usage,part of all wire
li1,72386,-,-
met1,92554,0.164,0.27
met2,14966,0.263,0.46
met3,2200,0.173,0.21
met4,116,0.0792,0.055
met5,-,0.0205,0.0034
==> per-stage QoR <==
| step | hold slack [ps] | worst slack, ps | cell area, sq um | cells |
|---|---|---|---|---|
| final | 474 | 177350 | 473000 | 36193 |
| after global routing | 493 | 176930 | 473000 | 36167 |
| after CTS | 475 | 177090 | 473000 | 36045 |
| after detailed placement | 459 | 178330 | 442000 | 34321 |
| after global placement | 450 | 178280 | 442000 | 34321 |
| after floorplan | 449 | 183610 | 410000 | 15927 |
Power and IR drop assume default switching activity.
